==> design.v <==
module PC_4 ( PC,PCN);
input [31:0] PC;
output [31:0] PCN ;
assign PCN=PC + 4;
endmodule 
==> run.sh <==
#!/bin/bash
# OpenROAD 26Q1-2900-gdf79404cd8, Yosys 0.63+post, stock flow scripts
make -C /OpenROAD-flow-scripts/flow DESIGN_CONFIG=/design/flow/config.mk WORK_HOME=/design/flow/orfs finish
==> config.mk <==
export PLATFORM = sky130hd
export DESIGN_NAME = PC_4
export DESIGN_NICKNAME = PC_4
export VERILOG_FILES = /design/flow/design.v
export SDC_FILE = /design/flow/constraint.sdc
export NUM_CORES = 4
export LEC_CHECK = 1
export CORE_AREA = 10 10 70 70
export DIE_AREA = 0 0 80 80
==> constraint.sdc <==
current_design PC_4

set clk_period 5.5
set clk_io_pct 0.2

create_clock -name clk0 -period $clk_period

set non_clock_inputs [all_inputs -no_clocks]
set_input_delay [expr $clk_period * $clk_io_pct] -clock clk0 $non_clock_inputs
set_output_delay [expr $clk_period * $clk_io_pct] -clock clk0 [all_outputs]
==> flow_metrics.py <==
# Metrics from the implementation run
metrics = {
    "floorplanning": {
        "ioPinCount": 64,
        "fp.dieW_um": 80,
        "die-area_um2": 6400,
        "die_h_um": 80,
        "core_area_um2": 3420,
        "initial_utilization_pct": 17.0,
        "num_rows": 21,
    },
    "critical_path": {
        "path_depth": 7,
        "critPathMostFrequentCell": "clkdlybuf4s50_1",
        "cp_slowest_cell": "clkdlybuf4s50_1",
        "cp.arrival_ns": 3.34,
        "cp_num_buf_inv": 2,
        "crit_chain": "clkdlybuf4s50_1 -> ha_1 -> nand3_1 -> nor4_4 -> nand4_1 -> xnor2_1 -> clkdlybuf4s50_1",
        "crit_required_ns": 4.40,
        "cp_max_fo": 8,
        "worstSetupEndpointType": "output pin",
        "cp_top_family": "buffers and inverters",
        "crit_path_start_kind": "input pin",
        "critPathKind": "input pin to output pin",
        "slowest_delay_ns": 0.52,
    },
    "sta": {
        "period_needed_ns": 4.44,
        "rsz0062_at_grt": "false",
        "setup_tns_ns": 0,
        "setup_viol": 0,
        "slew-limit-headroom_pct": 65.3,
        "max_freq_ghz": 0.225,
        "worst_pin_slew_ns": 0.517,
        "fin_crit_sh_pct": 80.7,
        "maxSlewViolCount": 0,
        "hold_violations": 0,
    },
    "cells_and_area": {
        "flops": 0,
        "layout_top_cell": "clkdlybuf4s50_1",
        "drive_above_1_share_pct": 4.96,
        "area_growth_pct": 111,
        "lay_top_cells": "clkdlybuf4s50_1, xnor2_1, nand3_1, nand2_1, nand4_1",
        "nFillCells": 356,
        "utilization_pct": 35.8,
        "flop_area_um2": 0,
        "clock_buffers": 0,
    },
    "run": {
        "warning_count": 32,
        "drv_cap": 0,
    },
    "place": {
        "placement.io_buffers": 60,
        "gp_congestion": 0.718,
        "hpwl_um": 1990,
    },
    "hold_path": {
        "hp-class": "input pin to output pin",
        "hold_depth": 0,
    },
    "status": {
        "status": "completed",
    },
    "synthesis": {
        "ys_cells": 83,
        "yosys_area_um2": 581,
        "syn_area_um2": 581,
        "avgSynthCellArea_um2": 6.99,
        "yosysTopAreaCell": "xnor2_1",
        "yosysSeqAreaShare_pct": 0,
        "yosysTopAreaCellShare_pct": 31.7,
        "ys_types": 18,
        "yosysWarningCount": 0,
        "area_leaders": "xnor2_1, xor2_1, nand4_1, nand3_1, nor4_4",
        "postSynthCellCount": 83,
    },
    "drt": {
        "routed_wl_um": 2220,
        "drc": 0,
        "firstDrtPassIters": 2,
        "drt_first_iter_violations": 18,
        "wl_per_cell_um": 11.9,
        "dr_total_vias": 780,
        "viasPerCell": 4.17,
        "ant_nets": 0,
        "diodes": 0,
    },
    "global_route": {
        "grt_max_degree": 9,
        "grt_pass1_vias": 861,
        "grt_usage_pct": 6.93,
        "grt_overflow": 0,
        "grt_pass1_wl_um": 3800,
        "antenna_found_initial": 0,
    },
    "clocking": {
        "cts_hold_buffers": 0,
        "postCtsSetupBuffers": 0,
        "cts-resized-gates": 0,
    },
    "pwr": {
        "powerDensity_nw_per_um2": 56.4,
        "power_leakage_nw": 0.423,
        "ir_drop_uv": 23.0,
    },
}
-- cells by family after synthesis --
group,count (synthesis),synth area share (%)
and+or+nand+nor,50,51.7
xor gates and xnor gates,28,42.2
buffers and inverters,4,3.88
adders and majority gates,1,2.15
-- cell usage after synthesis, drive strengths merged --
cell type  count
nor4           2
buf            2
and3           2
or2            2
nor3           3
nand4         10
and4           2
nand3         11
xnor2         21
inv            2
and2           1
ha             1
nand2         10
xor2           7
nor2           7
-- final cells by class --
cell class	count	area, um2	share of cell area [%]
Inverter	2	7.51	0.613
Multi-Input combinational cell	79	558	45.6
Tap cell	46	57.6	4.70
Timing Repair Buffer	60	601	49.1
-- final timing paths --
path,start,end,slack (ns)
min,PC[0],PCN[0],2.20
max,PC[2],PCN[28],1.06
-- power breakdown --
part | total, mW | internal (mW) | switching, mW
combinational | 0.0690 | 0.0482 | 0.0208
clock | 0 | 0 | 0
sequential | 0 | 0 | 0
-- per-stage QoR --
stage	hold slack [ns]	total power, mW	instances	setup slack [ns]	instance area (um2)
6_report	2.20	0.0690	187	1.06	1220
5_1_grt	2.20	0.0764	187	0.807	1220
4_1_cts	2.20	0.0706	187	1.03	1220
3_5_place_dp	2.20	0.0701	187	1.04	1220
3_3_place_gp	2.20	0.0702	187	1.08	1220
2_1_floorplan	2.21	0.0135	83	2.33	581
-- layer usage --
metal  vias up  share of wire (%)  track usage (%)
met2        30                 47             12.3
met1       343                 39             7.71
li1        407                  -                -
met4         0                  0                0
met3         0                 14             3.41
met5         -                  0                0
No activity file was given, so power comes from the tool's default toggle rates.
