[flow/config.mk]
export PLATFORM = sky130hd
export DESIGN_NAME = imm
export DESIGN_NICKNAME = imm
export VERILOG_FILES = /design/flow/design.v
export SDC_FILE = /design/flow/constraint.sdc
export NUM_CORES = 4
export LEC_CHECK = 1
export CORE_AREA = 10 10 70 70
export DIE_AREA = 0 0 80 80
[flow/constraint.sdc]
current_design imm

set clk_period 3.0
set clk_io_pct 0.2

create_clock -name clk0 -period $clk_period

set non_clock_inputs [all_inputs -no_clocks]
set_input_delay [expr $clk_period * $clk_io_pct] -clock clk0 $non_clock_inputs
set_output_delay [expr $clk_period * $clk_io_pct] -clock clk0 [all_outputs]
[flow/design.v]
module imm(in,out);
  input [31:0]in;
  output reg [31:0]out;
  reg[31:0]out1;
always@(in)
case (in[6:0])
  55: out={in[31:12],12'b0};  
  23: out={in[31:12],12'b0};  
  111: begin out1={in[31],in[19:12],in[20],in[30:21],12'b0}; out=out1>>>11; end  
  103: begin out1={in[31:20],20'b0}; out=out1>>>20; end  
  99: begin out1={in[31],in[7],in[30:25],in[11:8],20'b0}; out=out1>>>19; end  
  3: begin out1={in[31:20],20'b0}; out=out1>>>20; end  
  35: begin out1={in[31:25],in[11:7],20'b0}; out=out1>>>20; end  
  19: begin out1={in[31:20],20'b0}; out=out1>>>20; end  
  default: out=32'b0;
endcase
endmodule
module t_imm;
  reg [31:0]in;
  wire [31:0]out;
  imm test(in,out);
  initial begin
     #0 in=32'b0000_1010_0110_1001_0110_1010_0011_0111;
    #10 in=32'b0000_1010_0110_1001_0110_1010_0001_0111;
    #10 in=32'b0000_1010_0110_1001_0110_1010_0110_1111;
    #10 in=32'b0000_1010_0110_1001_0110_1010_0110_0111;
    #10 in=32'b0000_1010_0110_1001_0110_1010_0110_0011;
    #10 in=32'b0000_1010_0110_1001_0110_1010_0000_0011;
    #10 in=32'b0000_1010_0110_1001_0110_1010_0010_0011;
    #10 in=32'b0000_1010_0110_1001_0110_1010_0001_0011;
  end
endmodule
[flow/run.sh]
#!/bin/bash
# OpenROAD 26Q1-2900-gdf79404cd8, Yosys 0.63+post, stock flow scripts
make -C /OpenROAD-flow-scripts/flow DESIGN_CONFIG=/design/flow/config.mk WORK_HOME=/design/flow/orfs finish
==> impl_metrics.csv <==
group,metric,value,unit
outcome,status,"complete, no violations",
timing,maxSlewHeadroom,79.2,%
floorplanning,ioPinCount,64,
timing,fin_hold_ws,1.87,ns
floorplanning,die_x,80,um
logic_synthesis,aoi_share,36.6,%
floorplanning,initCoreUtil,13.0,%
setup_path,crit_fanout,8,
timing,grt_setup_unrepaired,"true",
global_route,grt_overflow,0,
logic_synthesis,netlist_top_cells_count,"and2_1, a211oi_1, inv_1, nor3_1, a22o_1",
timing,finalHoldViolCount,0,
timing,tightest_slew,0.311,ns
floorplanning,die-height,80,um
global_route,grt_max_degree,10,
setup_path,critical_path.startpoint_type,"primary input",
routing,drtAntennaViolNets,0,
place,hpwl,2160,um
routing,drt-initial-drc-count,4,
power_and_ir_drop,swShare,35.0,%
logic_synthesis,yosys_area,444,um2
routing,wl,2510,um
routing,vias,767,
logic_synthesis,top_logic_kind,"simple AND/OR/NAND/NOR gates",
power_and_ir_drop,internal_power,57.9,uW
floorplanning,fp.coreArea,0.00342,mm2
power_and_ir_drop,leakage,0.000467,uW
global_route,grt_antenna_before_repair,0,
floorplanning,row_count,21,
layout,fin_area,0.00123,mm2
logic_synthesis,yosysMostFrequentCell,"and2_1",
run,warnings,33,
logic_synthesis,synthCells,67,
logic_synthesis,ys_types,27,
hold_path,hold_start,"in[12]",
hold_path,worstHoldPathType,"in -> out",
logic_synthesis,netlist_area,444,um2
routing,vias_per_cell,4.17,
layout,design.seq.count,0,
logic_synthesis,ys_cells,67,
logic_synthesis,xor_area_share,0,%
place,dpl_cell_area,0.00120,mm2
layout,areaGrowthSynthToFinish,177,%
timing,fin_crit_sh,97.7,%
power_and_ir_drop,seqPwrFrac,0,%
timing,setup-tns-final,0,ns
power_and_ir_drop,power,89.1,uW
power_and_ir_drop,share_comb_of_total_power,100.0,%
layout,instances_no_fill,184,
global_route,grt_pass1_vias,801,
routing,first_pass_iters,6,
global_route,grt_pass1_wl,3820,um
routing,avgRoutedWirePerCell,13.6,um
power_and_ir_drop,power.density,72.5,mW/mm2
timing,fin_crit,2.93,ns
layout,drive_gt1_share,18.1,%
floorplanning,chipArea,0.00640,mm2
layout,clock_buffer_count,0,
place,place_congestion,0.835,
logic_synthesis,yosys.area_share.simple,51.8,%
place,io_buffers,64,
setup_path,critical_path_class,"in -> out",
setup_path,critPathLaunch,"in[4]",
place,numPlacedInstances,184,
setup_path,cp_data_arrival_time,2.33,ns
timing,setup_viol,0,
logic_synthesis,yosys.area.top_type,"and2_1",
logic_synthesis,seq_area_frac_synth,0,%
logic_synthesis,syn_area_per_cell,6.63,um2
routing,antenna-diode-count,0,
power_and_ir_drop,pwr-share-clk,0,%
power_and_ir_drop,peakVddDrop,0.0349,mV
power_and_ir_drop,power_switching,31.2,uW
timing,fmax,341,MHz
layout,seqCellArea,0,um2
setup_path,critPathCaptureType,"output pin",
logic_synthesis,mux_share,0,%
logic_synthesis,adder_share,0,%
global_route,grt.total_usage,7.13,%
timing,maxSlewViolCount,0,
setup_path,required,2.40,ns
routing,drc_errors,0,
logic_synthesis,top_cell_area_share,16.9,%
logic_synthesis,topCellsByArea,"and2_1, a211oi_1, a22o_1, nor3_1, inv_1",
logic_synthesis,yosysWarnings,1,
hold_path,holdPathStages,3,
run,drv_cap,0,
[path summary, 6_finish.rpt]
kind	endpoint	slack, ns
worst max-delay path	out[16]	0.07
worst min-delay path	out[12]	1.87
[layout by cell type (no fill, tap or decap), types with 2 or more instances in the layout]
| master | n |
|---|---|
| a211oi_1 | 6 |
| a211oi_2 | 2 |
| a21oi_4 | 2 |
| a22o_1 | 4 |
| a32o_1 | 2 |
| and2_1 | 12 |
| buf_4 | 11 |
| clkdlybuf4s50_1 | 59 |
| dlygate4sd2_1 | 3 |
| inv_1 | 7 |
| nand2_1 | 2 |
| nand3_1 | 2 |
| nand4b_1 | 2 |
| nor2_1 | 2 |
| nor3_1 | 6 |
| or3b_4 | 2 |
[metrics by stage]
| step | worst slack [ns] | utilization (%) |
|---|---|---|
| floorplan | 0.876 | - |
| global placement | -0.171 | 35.1 |
| detailed placement | -0.202 | 35.1 |
| CTS | 0.00610 | 35.6 |
| global route | -0.00186 | 36.0 |
| finish | 0.0680 | 36.0 |
[cell families (layout without fill, tap and decap cells)]
group,count (synthesis),in the layout
AND-OR/OR-AND,19,19
buffers and inverters,11,82
AND/OR/NAND/NOR,37,37
[routing by layer]
layer,global-route usage (%),part of all wire (%)
met1,8.37,38
met3,3.86,16
met2,11.8,46
met5,0,0
met4,0.176,0
[critical path: stages]
cell,delay (ns)
clkdlybuf4s50_1,0.47
or3b_4,0.42
a21oi_4,0.22
and2_1,0.16
clkdlybuf4s50_1,0.46
[power groups by stage]
stage / combinational (uW) / sequential [uW] / clock, uW
CTS: 88.7 / 0 / 0
global route: 97.0 / 0 / 0
finish: 89.1 / 0 / 0
[what timing repair did]
action | 4_1_cts | 5_1_grt
setup buffers | 0 | 0
endpoints found under the setup margin | 32 | 13
endpoints found under the hold margin | 0 | 0
resized | 9 | 7
hold buffers | 0 | 0
pin swaps | 2 | 3
[layout make-up]
| cell class | count | area [um2] |
|---|---|---|
| Fill cell | 366 | 2190 |
| Inverter | 7 | 26.3 |
| Multi-Input combinational cell | 56 | 428 |
| Tap cell | 46 | 57.6 |
| Timing Repair Buffer | 75 | 717 |
Power is estimated from default activity; no workload was simulated.
