===== /design/flow/run.sh =====
#!/bin/bash
# OpenROAD 26Q1-2900-gdf79404cd8, Yosys 0.63+post, stock flow scripts
make -C /OpenROAD-flow-scripts/flow DESIGN_CONFIG=/design/flow/config.mk WORK_HOME=/design/flow/orfs finish

===== /design/flow/config.mk =====
export PLATFORM = sky130hd
export DESIGN_NAME = MUX
export DESIGN_NICKNAME = MUX
export VERILOG_FILES = /design/flow/design.v
export SDC_FILE = /design/flow/constraint.sdc
export NUM_CORES = 4
export LEC_CHECK = 1
export CORE_AREA = 10 10 71 71
export DIE_AREA = 0 0 81 81

===== /design/flow/constraint.sdc =====
current_design MUX

set clk_period 1.0
set clk_io_pct 0.2

create_clock -name clk0 -period $clk_period

set non_clock_inputs [all_inputs -no_clocks]
set_input_delay [expr $clk_period * $clk_io_pct] -clock clk0 $non_clock_inputs
set_output_delay [expr $clk_period * $clk_io_pct] -clock clk0 [all_outputs]

===== /design/flow/design.v =====
module MUX(a , b ,c , s);
input [31:0]a;
input [31:0]b;
input s;
output [31:0]c ;
assign c= (s==0)?a:b;
endmodule
module t_MUX;
reg [31:0]a;
reg [31:0]b;
reg s;
wire [31:0]c;
parameter time_out = 100;
MUX u1(a , b ,c , s);
initial begin
	#10 a = 0; 
    b=1;
 s=0;
end
endmodule

==> summary.txt <==
Notes on the flow run.

- In this run the layout overhead on the synthesized area is reported as 192%.
- The endpoint arrival time on the critical path is 0.98 ns, for reference.
- The post-CTS hold buffer count recorded in the log is 0.
- The tightest hold path in the finished design has a slack of 0.691 ns.
- Per the slew report, the remaining headroom to the max-slew limit stands at 94.2%.
- The final report gives the core utilization as 43.8%.
- The count of buffers added on input and output ports is 97.
- During I/O placement, the number of pins put on the boundary was 97.
- For the pin with the worst max-slew slack, the measured transition is 0.0870 ns.
- The logic area is 477 um2, for reference.
- The number of core rows is 22, for reference.
- The proportion of layout cells with a drive suffix above 1 is 54.0%, for reference.
- The most common logic cell in the final layout is sky130_fd_sc_hd__dlygate4sd2_1.
- For this run, design rule violations remaining after detail routing come to 0.
- The number of antenna cells inserted is 0, for reference.
- For this block, the initial DRC count from the detailed router was 3.
- The leakage component of the power was reported as 0.872 nW.
- The remaining number of nets flagged by the antenna check after routing is 0, for reference.
- The simple-gate share of the synthesized area is 0%, for reference.
- The global router's overall resource usage is 7.79%, for reference.
- The report counts max-capacitance violations totalling 0.
- The maximum net fanout on the critical path is 6, for reference.
- Setup repair after global routing could not meet its margin everywhere.
- In the final report, the number of hold violations comes to 0.
- The endpoint kind of the worst setup timing path is a primary output, for reference.
- The library cells used most frequently in the layout, excluding fill and tap cells, are 51 x sky130_fd_sc_hd__dlygate4sd2_1, 31 x sky130_fd_sc_hd__mux2_4, 23 x sky130_fd_sc_hd__buf_6.
- The mean number of vias per cell is 3.82, for reference.
- The launch point of the worst min-delay path is recorded as b[29].
- The clock buffer instance count of the final layout is 0, for reference.
- The total area of sequential cells is 0 um2, for reference.
- In the synthesized netlist, the number of instances is 36.
- The synthesized netlist was found by Yosys to have 36 cells.
- The OpenROAD warning count is 34, for reference.
- Summing the areas of all xor and xnor instances in the mapped netlist gives 0% of the synthesized area.
- The initial antenna violation count was 0.
- The mean post-synth cell area is 15.1 um2, for reference.
- The final critical path time including I/O delays and setup is 1.18 ns, for reference.
- The number of global-route vias before repair is 764, for reference.
- The largest non-sequential cell family by area is multiplexers, for reference.
- The sum of net half-perimeters after detailed placement is 2.50 mm, for reference.
- The startpoint of the worst setup timing path is s, for reference.
- The most critical min-delay path falls under in2out.
- Max-slew check failures listed in the final report amount to 0.
- The mapped netlist covers 544 um2.
- The floorplan die height is 81 um, for reference.
- Dividing the detail-routed wire length by the instance count gives 15.4 um.
- The worst hold path was traced through 3 stages.
- The design has 0 sequential cells.
- The total setup violations reported at the end of the flow is 32, for reference.
- The worst VDD IR drop from the latest analysis is 169 uV.
- The floorplan utilization is 15.0%, for reference.
- According to the report, the first pass of detailed routing completed in 2 iterations.
- In the Yosys stats the netlist draws on 4 distinct library cells.
- The worst endpoint required time is 0.80 ns, for reference.
- The part of the Yosys area used for sequential elements is 0%, for reference.
- The area of the placeable core is 3630 um2, for reference.
- The routed layout has 715 vias.
- Post-route period utilization is reported as 118%.
- The total die area is 6560 um2, for reference.
- The total overflow reported by the global router is 0, for reference.
- The power per unit of standard cell area is 392 nW/um2, for reference.
- The startpoint class of the critical path is a primary input, for reference.
- The largest net degree at the start of global routing is 11, for reference.
- Looking at the setup timing report, the critical path kind is in2out.
- The weighted congestion reported at the end of routability-driven placement is 0.832, for reference.
- The layout has 357 filler cells.
- The post-synthesis chip area from yosys is 544 um2, for reference.
- The flow ran to the end, but the final reports show violations.
- The final worst-path setup slack is -0.179 ns, for reference.
- The checks that failed: negative setup slack.
- During synthesis, Yosys emitted a total of 0 warnings.
- The area share of fa/ha/maj cells after synthesis is 0%, for reference.
- The wire length of the first global-routing pass is 4.14 mm, for reference.
- The achievable frequency is 848 MHz, for reference.
- Summed over all layers, the routed wires come to 2.88 mm.
- The width of the chip is 81 um, for reference.
- In the synthesized netlist, mux cells make up 86.9% of the area.
- The cell-mix breakdown from Yosys lists the compound-gate area share as 0%.
## critical path, stage by stage
cell and delay [ns]:
sky130_fd_sc_hd__buf_12 0.12, sky130_fd_sc_hd__buf_12 0.13, sky130_fd_sc_hd__buf_12 0.12, sky130_fd_sc_hd__mux2_4 0.29
sky130_fd_sc_hd__buf_6 0.11
## kinds of logic (layout without fill, tap and decap cells)
kind of cell	Yosys count	count (layout)
buffers and inverters	4	107
multiplexers	32	32
## final timing paths
kind	to	slack, ns
setup / recovery	c[4]	-0.18
hold / removal	c[29]	0.69
## through the flow
stage          cell area, um2  setup TNS [ns]  instances  power [mW]  worst slack (ns)
2_1_floorplan             544               0         36       0.206            0.0669
3_3_place_gp             1540          -15.61        179       0.656            -0.504
3_5_place_dp             1540          -15.81        179       0.661            -0.512
4_1_cts                  1540           -3.62        186       0.614            -0.181
5_1_grt                  1590           -3.86        187       0.666            -0.196
6_report                 1590           -3.30        187       0.624            -0.179
## metal layers
metal	up-vias	wire, um	GRT usage, %
li1	345	-	-
met1	320	1080	9.03
met2	50	1450	14.3
met3	0	350	2.78
met4	0	0	0
met5	-	0	0
## what timing repair did
action	in CTS	in global routing
gates cloned	2	0
setup endpoints to repair	32	32
gates resized	171	10
buffers inserted	5	1
## layout make-up
type / instances / share of cell area, %
multi-input cells: 32 / 30.0
well taps: 48 / 3.78
repair buffers: 107 / 66.2
## synthesized netlist by cell type
| cell type | instances | area [um2] |
|---|---|---|
| sky130_fd_sc_hd__mux2_2 | 2 | 22.5 |
| sky130_fd_sc_hd__buf_6 | 1 | 11.3 |
| sky130_fd_sc_hd__mux2_4 | 30 | 450 |
| sky130_fd_sc_hd__buf_12 | 3 | 60.1 |
## report_power, final
group	switching [mW]	leakage (nW)	internal (mW)
combinational	0.137	0.872	0.487
clock	0	0	0
sequential	0	0	0
Power figures rest on the tool's default switching activity, not on a simulated workload.
